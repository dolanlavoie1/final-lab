### /design/flow/run.sh
#!/bin/bash
# OpenROAD 26Q1-2900-gdf79404cd8, Yosys 0.63+post, stock flow scripts
make -C /OpenROAD-flow-scripts/flow DESIGN_CONFIG=/design/flow/config.mk WORK_HOME=/design/flow/orfs finish
### /design/flow/config.mk
export PLATFORM = sky130hd
export DESIGN_NAME = top
export DESIGN_NICKNAME = top
export VERILOG_FILES = /design/flow/design.v
export SDC_FILE = /design/flow/constraint.sdc
export NUM_CORES = 4
export LEC_CHECK = 1
export CORE_AREA = 10 10 93 93
export DIE_AREA = 0 0 103 103
### /design/flow/constraint.sdc
current_design top

set clk_period 1.0
set clk_io_pct 0.2

create_clock -name clk0 -period $clk_period [get_ports {clk}]

set non_clock_inputs [all_inputs -no_clocks]
set_input_delay [expr $clk_period * $clk_io_pct] -clock clk0 $non_clock_inputs
set_output_delay [expr $clk_period * $clk_io_pct] -clock clk0 [all_outputs]
### /design/flow/design.v
module clock_div
#(
    parameter DIVIDE_BY = 17
)
(
    input clock,
    input reset,
    output div_clock
);
    wire [DIVIDE_BY:0] out, NotQ;
    genvar i;
    dff dff1(
            .Default(0),
            .D(NotQ[0]),
            .clk(clock),
            .reset(reset),
            .Q(out[0]),
            .NotQ(NotQ[0])
    );
    generate
        for (i = 1; i < DIVIDE_BY; i = i + 1) begin : dff_gen
            dff dff2(
                .Default(0),
                .D(NotQ[i]),
                .clk(out[i - 1]),
                .reset(reset),
                .Q(out[i]),
                .NotQ(NotQ[i])
            );
        end
    endgenerate
    assign div_clock = out[DIVIDE_BY - 1];
endmodule
module dff(
    input Default,
    input D,
    input clk,
    input reset,
    output reg Q,
    output NotQ
);
    assign NotQ = ~Q;
    always @(posedge clk, posedge reset) begin
        if (reset)
            Q <= Default;
        else
            Q <= D;
    end
endmodule
module math_block(
    input [3:0] A,
    input [3:0] B,
    output [3:0] AplusB,
    output [3:0] AminusB
);
assign AplusB = A + B;
assign AminusB = A + (~B) + 4'b0001;
endmodule
module seven_seg_decoder(
    input [3:0] A,
    input [3:0] B,
    input [3:0] AplusB,
    input [3:0] AminusB,
    input [3:0] anode,
    output reg [6:0] segs
);
    reg [3:0] selected_sig;
    always @(*) begin
        case (anode)
            'b1110: selected_sig <= A;
            'b1101: selected_sig <= B;
            'b1011: selected_sig <= AplusB;
            'b0111: selected_sig <= AminusB;
        endcase
    end
    always @(*) begin
        case(selected_sig)
            0: segs  = 7'b1000000;        
            1: segs  = 7'b1111001;        
            2: segs  = 7'b0100100;        
            3: segs  = 7'b0110000;        
            4: segs  = 7'b0011001;        
            5: segs  = 7'b0010010;        
            6: segs  = 7'b0000010;        
            7: segs  = 7'b1111000;        
            8: segs  = 7'b0000000;
            9: segs  = 7'b0010000;        
            10: segs = 7'b0001000;        
            11: segs = 7'b0000011;        
            12: segs = 7'b1000110;        
            13: segs = 7'b0100001;        
            14: segs = 7'b0000110;        
            15: segs = 7'b0001110;       
        endcase
    end
endmodule
module seven_seg_scanner(
    input clk,
    input reset,
    output [3:0] anode
);
    wire Lnext, LCnext, RCnext, Rnext;
    wire L, LC, RC, R;
    dff Ldff(
        .Default(1'b0),
        .D(Lnext),
        .clk(clk),
        .Q(L),
        .reset(reset)
    );
    dff LCdff(
        .Default(1'b0),
        .D(LCnext),
        .clk(clk),
        .Q(LC),
        .reset(reset)
    );
    dff RCdff(
        .Default(1'b0),
        .D(RCnext),
        .clk(clk),
        .Q(RC),
        .reset(reset)
    );
    dff Rdff(
        .Default(1'b1),
        .D(Rnext),
        .clk(clk),
        .Q(R),
        .reset(reset)
    );
    assign RCnext = R;
    assign LCnext = RC;
    assign Lnext = LC;
    assign Rnext = L;
    assign anode[0] = ~R;
    assign anode[1] = ~RC;
    assign anode[2] = ~LC;
    assign anode[3] = ~L;
endmodule
module top
#(
    parameter DIVIDE_BY = 17  
)
(
    input [7:0] sw,  
    input clk,  
    input btnC,  
    output [3:0] an,  
    output [6:0] seg  
);
    wire div_clock;
    wire [3:0] AplusB, AminusB, anode;
    clock_div #( .DIVIDE_BY(DIVIDE_BY))clock_div(
        .clock(clk),
        .reset(btnC),
        .div_clock(div_clock)
    );
    seven_seg_scanner seven_seg_scanner(
        .clk(div_clock),
        .reset(btnC),
        .anode(anode)
    );
    seven_seg_decoder seven_seg_decoder(
        .A(sw[3:0]),
        .B(sw[7:4]),
        .AplusB(AplusB),
        .AminusB(AminusB),
        .anode(anode),
        .segs(seg)
    );
    math_block math_block(
        .A(sw[3:0]),
        .B(sw[7:4]),
        .AplusB(AplusB),   
        .AminusB(AminusB)
    );
    assign an = anode;
endmodule
==> results.cfg <==
; implementation run metrics
[run_status]
outcome = finished, final reports clean

[timing]
relSlewSlack = 0.684
rsz0062_at_grt = false
final.setup_skew_ns = 0
max_freq_ghz = 2.08
drv_slew = 0
timing.final.crit_period_ns = 0.480
max_slew.worst_pin.slew_ns = 0.473
timing.final.hold_violations = 0
unclocked_regs = 24
unconstrained_endpoints = 35
setup-tns-final_ns = 0
report.final.setup_viol = 0
share_of_the_clock_period_used_by_the_worst_path = 0.480

[placed_design]
port-buffer-count = 20
hpwl_um = 1850
gp_congestion = 0.820
dpl_cell_area_um2 = 1640

[worst_setup_path]
cp_max_fo = 2
worstSetupPathType = reg2reg
r2r.worst_path.cells = 1
critical_path_startpoint_category = flop
r2r_setup_slack_ns = 0.52
crit_cells = 1
timing.critical_path.to = clock_div.dff1.Q
worstReg2RegStart = clock_div.dff1.Q
endpoint_kind = flop
critical_path.n_buffers_inverters = 1
cp_slowest_cell = sky130_fd_sc_hd__dfrtp_1
crit_required_ns = 0.88
critPathMaxStageDelay_ns = 0.32
crit_arrival_ns = 0.36
critical_path_cell_by_cell = inv_1
worstSetupStartpoint = clock_div.dff1.Q
regToRegEndpoint = clock_div.dff1.Q
cpLargestDelayFamily = flip-flops

[die]
die.size.x_um = 103
fp-utilization = 0.201
die_y_um = 103
core_area_um2 = 6760
dieArea_um2 = 10600
design.portCount = 21
rows = 30

[logic_synthesis]
synth_cell_types = 39
yosys_area_um2 = 1360
netlist_area_um2 = 1360
syn-mean-instance-area_um2 = 10.2
netlist_instances = 133
postSynthRegisterBits = 25
yosysWarningCount = 20
number_of_cells_in_yosys_stat = 133

[route]
insertedDiodeCount = 0
drt-initial-drc-count = 12
postRouteAntennaNets = 0
wirelength_um = 2100
num_vias = 881
wl_per_cell_um = 9.17
drc_errors = 0
dr.pass1.iters = 4
vias_per_cell = 3.85

[run]
warnings = 36
number_of_max_cap_violations = 0

[final_layout]
final_layout_size_suffix_gt1_frac = 0.0604
area_growth_syn_to_layout_pct = 20.6
postLayoutCoreUtil = 0.242
final_design_area_no_fill_um2 = 1640

[global_routing]
global_route_wire_length_before_repair_um = 3740
first_global_vias = 872
grt_antenna_before_repair = 0
grt_overflow_total = 0
pin_count_of_the_biggest_net_entering_global_routing = 21
global_route.usage.total = 0.0409

[pwr]
pwr_density_cell_nw_per_um2 = 213
leakagePower_nw = 0.714
max_vdd_drop_v = 0.000188
power_mw = 0.349

[min_path]
hold_crit_path_type = in2async

[clock_tree]
clk-insertion-delay-late_ns = 0
cts.clk_slew.worst_paths_ns = 0
cts_resized = 0
cts_hold_repair.buffers = 0
post-cts-setup-buffers = 0
-- registers in the layout (all words and copies together) (netlist names) --
signal / flops
seven_seg_scanner.LCdff.Q: 1
seven_seg_scanner.Rdff.Q: 1
clock_div.dff_gen.dff2.Q: 16
seven_seg_scanner.RCdff.Q: 1
seven_seg_decoder.selected_sig: 4
clock_div.dff1.Q: 1
seven_seg_scanner.Ldff.Q: 1
-- cell families after synthesis --
kind of cell	Yosys count	share of synthesized area
latches	4	0.0443
XOR/XNOR	5	0.0323
flip-flops	21	0.388
adder cells (fa/ha/maj)	14	0.140
multiplexers	6	0.0544
buffers and inverters	37	0.110
AND-OR/OR-AND	21	0.113
AND/OR/NAND/NOR	25	0.117
-- placed cells by master, fill, tap and decap left out, types with 2 or more instances in the layout --
cell                              netlist  routed
sky130_fd_sc_hd__nor4b_2                3       3
sky130_fd_sc_hd__nand3_1                2       2
sky130_fd_sc_hd__dfrtp_1               20      20
sky130_fd_sc_hd__a31oi_1                2       2
sky130_fd_sc_hd__a22o_1                 2       2
sky130_fd_sc_hd__xnor2_1                3       3
sky130_fd_sc_hd__ha_1                  12      12
sky130_fd_sc_hd__a21oi_1                2       2
sky130_fd_sc_hd__nor2_1                 7       7
sky130_fd_sc_hd__clkdlybuf4s50_1        0      20
sky130_fd_sc_hd__o211ai_1               2       2
sky130_fd_sc_hd__o21ai_0                3       3
sky130_fd_sc_hd__a221o_1                2       2
sky130_fd_sc_hd__inv_1                 31      31
sky130_fd_sc_hd__o21ai_1                3       3
sky130_fd_sc_hd__mux2i_1                4       4
sky130_fd_sc_hd__dlxtn_1                4       4
sky130_fd_sc_hd__nand2_1                5       5
sky130_fd_sc_hd__fa_1                   2       2
sky130_fd_sc_hd__xor2_1                 2       2
sky130_fd_sc_hd__nor2b_1                2       2
-- cells in the mapped netlist (all sizes together) --
cell / n / area share
inv: 32 / 0.089
dfrtp: 20 / 0.37
ha: 12 / 0.11
nor2: 7 / 0.019
o21ai: 6 / 0.022
nand2: 5 / 0.014
dlxtn: 4 / 0.044
mux2i: 4 / 0.030
buf: 3 / 0.015
nor4b: 3 / 0.033
xnor2: 3 / 0.019
a21oi: 2 / 0.0074
a221o: 2 / 0.015
a22o: 2 / 0.013
a31oi: 2 / 0.0092
clkbuf: 2 / 0.0065
fa: 2 / 0.030
nand3: 2 / 0.0074
nor2b: 2 / 0.0092
nor3b: 2 / 0.015
o211ai: 2 / 0.011
xor2: 2 / 0.013
a211oi: 1 / 0.0055
a22oi: 1 / 0.0055
a32o: 1 / 0.0074
dfstp: 1 / 0.019
mux2: 1 / 0.0083
mux4: 1 / 0.017
nor3: 1 / 0.0037
nor4: 1 / 0.0046
o2111ai: 1 / 0.011
o31a: 1 / 0.0065
or3: 1 / 0.0046
or3b: 1 / 0.0065
-- power breakdown --
part / total [mW] / leakage, nW / switching [mW] / internal, mW
clock network: 0 / 0 / 0 / 0
logic: 0.278 / 0.388 / 0.116 / 0.162
registers: 0.0710 / 0.326 / 0.0201 / 0.0509
total: 0.349 / 0.714 / 0.136 / 0.213
-- stage by stage --
step	worst slack [ns]	instances	hold WS (ns)
4_1_cts	0.520	229	0.362
3_3_place_gp	0.530	229	0.351
6_report	0.520	229	0.357
3_5_place_dp	0.521	229	0.362
2_1_floorplan	0.423	133	0.176
5_1_grt	0.497	229	0.374
-- cell type report --
type / instances / area [um^2]
Timing Repair Buffer: 21 / 208
Inverter: 32 / 120
Fill cell: 721 / 5120
Multi-Input combinational cell: 71 / 621
Sequential cell: 25 / 587
Tap cell: 80 / 100
-- worst min path at each step --
| stage | slack (ns) | startpoint | end | depth (start not counted) |
|---|---|---|---|---|
| after global routing | 0.37 | btnC | clock_div.dff1.Q | 2 |
| final | 0.36 | btnC | clock_div.dff1.Q | 2 |
| after CTS | 0.36 | btnC | clock_div.dff1.Q | 2 |
-- routing by layer --
| metal | wire [um] | GRT usage |
|---|---|---|
| met1 | 1010 | 0.0552 |
| met2 | 1000 | 0.0761 |
| met3 | 81 | 0.000677 |
| met4 | 0 | 0 |
| met5 | 0 | 0 |
Power figures rest on the tool's default switching activity, not on a simulated workload.
