<file path="./run.sh">
#!/bin/bash
# OpenROAD 26Q1-2900-gdf79404cd8, Yosys 0.63+post, stock flow scripts
make -C /OpenROAD-flow-scripts/flow DESIGN_CONFIG=/design/flow/config.mk WORK_HOME=/design/flow/orfs finish
</file>
<file path="./config.mk">
export PLATFORM = sky130hd
export DESIGN_NAME = ones_compliment
export DESIGN_NICKNAME = ones_compliment
export VERILOG_FILES = /design/flow/design.v
export SDC_FILE = /design/flow/constraint.sdc
export NUM_CORES = 4
export LEC_CHECK = 1
export CORE_AREA = 10 10 70 70
export DIE_AREA = 0 0 80 80
</file>
<file path="./constraint.sdc">
current_design ones_compliment

set clk_period 3.0
set clk_io_pct 0.2

create_clock -name clk0 -period $clk_period

set non_clock_inputs [all_inputs -no_clocks]
set_input_delay [expr $clk_period * $clk_io_pct] -clock clk0 $non_clock_inputs
set_output_delay [expr $clk_period * $clk_io_pct] -clock clk0 [all_outputs]
</file>
<file path="./design.v">
module full_adder(
    input A, B, Cin,
    output Y, Cout
);
    assign Y = A ^ B ^ Cin;
    assign Cout = (A & B) | (B & Cin) | (A & Cin);
endmodule
module ones_compliment(
    input [3:0]A, B,
    output[3:0] Y
);
    wire carryVal1;
    wire carryVal2;
    wire carryVal3;
    wire carryVal4;
    wire carryVal5;
    wire carryVal6;
    wire carryVal7;
    wire carryVal8;
    wire out1;
    wire out2;
    wire out3;
    wire out4;
    full_adder full_adder_1(
        .A(A[0]),
        .B(B[0]),
        .Cin(1'b0),
        .Cout(carryVal1),
        .Y(out1)
    );
    full_adder full_adder_2(
        .A(A[1]),
        .B(B[1]),
        .Cin(carryVal1),
        .Cout(carryVal2),
        .Y(out2)
    );
    full_adder full_adder_3(
        .A(A[2]),
        .B(B[2]),
        .Cin(carryVal2),
        .Cout(carryVal3),
        .Y(out3)
    );
    full_adder full_adder_4(
        .A(A[3]),
        .B(B[3]),
        .Cin(carryVal3),
        .Cout(carryVal4),
        .Y(out4)
    );
    full_adder full_adder_5(
        .A(out1),
        .B(1'b0),
        .Cin(carryVal4),
        .Cout(carryVal5),
        .Y(Y[0])
    );
    full_adder full_adder_6(
        .A(out2),
        .B(1'b0),
        .Cin(carryVal5),
        .Cout(carryVal6),
        .Y(Y[1])
    );
    full_adder full_adder_7(
        .A(out3),
        .B(1'b0),
        .Cin(carryVal6),
        .Cout(carryVal7),
        .Y(Y[2])
    );
    full_adder full_adder_8(
        .A(out4),
        .B(1'b0),
        .Cin(carryVal7),
        .Cout(carryVal8),
        .Y(Y[3])
    );
endmodule
</file>
==> impl_metrics.prom <==
# HELP chip_impl_metric Physical implementation figures
# TYPE chip_impl_metric gauge
chip_impl_metric{name="top_level_ports",unit=""} 12
chip_impl_metric{name="grt.total_usage",unit="%"} 1.41
chip_impl_metric{name="finalWeightedCongestion",unit=""} 0.689
chip_impl_metric{name="synthesis.area_per_instance",unit="um2"} 9.86
chip_impl_metric{name="fin_area",unit="um2"} 369
chip_impl_metric{name="post_synth_num_cell_types",unit=""} 5
chip_impl_metric{name="warnings",unit=""} 35
chip_impl_metric{name="grtUsageMet3",unit="%"} 0.909
chip_impl_metric{name="timing_max_transition_violations_final",unit=""} 0
chip_impl_metric{name="via_count",unit=""} 121
chip_impl_info{name="holdCritPathClass",value="in -> out"} 1
chip_impl_metric{name="post_synthesis_chip_area_from_yosys",unit="um2"} 168
chip_impl_metric{name="cellPowerDensity",unit="nW/um2"} 180
chip_impl_info{name="crit_type",value="in -> out"} 1
chip_impl_metric{name="area.sequential",unit="um2"} 0
chip_impl_metric{name="largest_net_degree_at_the_start_of_global_routing",unit=""} 2
chip_impl_metric{name="drt_first_pass_iters",unit=""} 1
chip_impl_metric{name="final.setup.tns",unit="ns"} -0.195
chip_impl_metric{name="final_setup_violations",unit=""} 2
chip_impl_metric{name="first_global_vias",unit=""} 142
chip_impl_metric{name="core-area",unit="um2"} 3420
chip_impl_metric{name="num-fill-cells",unit=""} 402
chip_impl_metric{name="gr-usage-met2",unit="%"} 1.69
chip_impl_info{name="critical_path_origin",value="A[0]"} 1
chip_impl_info{name="result_of_the_run",value="finished, violations left"} 1
chip_impl_metric{name="finalHoldViolations",unit=""} 0
chip_impl_metric{name="synthesis.area",unit="um2"} 168
chip_impl_metric{name="fin_crit",unit="ns"} 3.13
chip_impl_metric{name="numSequentialCells",unit=""} 0
chip_impl_metric{name="area.combinational",unit="um2"} 176
chip_impl_metric{name="worst_setup_margin",unit="ns"} -0.131
chip_impl_metric{name="power_switching",unit="mW"} 0.0233
chip_impl_info{name="top_usage_layer",value="met1"} 1
chip_impl_metric{name="routed_wirelength",unit="um"} 484
chip_impl_metric{name="drc",unit=""} 0
chip_impl_metric{name="max_slew_margin",unit="%"} 92.3
chip_impl_metric{name="dpl.cell_count",unit=""} 71
chip_impl_metric{name="cap_violations",unit=""} 0
chip_impl_metric{name="count_of_antenna_diodes_in_the_layout",unit=""} 0
chip_impl_metric{name="portBuffers",unit=""} 12
chip_impl_metric{name="synthCells",unit=""} 17
chip_impl_metric{name="power.ir.vdd_worst",unit="V"} 0.0000488
chip_impl_metric{name="swShare",unit="%"} 35.1
chip_impl_metric{name="grt_antenna_before_repair",unit=""} 0
chip_impl_metric{name="drt_first_iter_violations",unit=""} 0
chip_impl_metric{name="fraction_of_power_consumed_by_the_clock_network",unit="%"} 0
chip_impl_info{name="violations",value="negative setup slack"} 1
chip_impl_metric{name="syn2layout_area_growth",unit="%"} 120
chip_impl_metric{name="first_pass_grt_wire_length",unit="um"} 690
chip_impl_info{name="unrepaired_setup_endpoints_after_global_routing",value="yes"} 1
chip_impl_metric{name="crit_arrival",unit="ns"} 2.53
chip_impl_metric{name="worst_pin_slew",unit="ns"} 0.115
chip_impl_metric{name="gr-total-overflow",unit=""} 0
chip_impl_metric{name="placed_area",unit="um2"} 325
chip_impl_metric{name="use_met1",unit="%"} 2.14
chip_impl_metric{name="route.detailed.vias_per_inst",unit=""} 1.70
chip_impl_metric{name="final.clkbuf_count",unit=""} 0
chip_impl_metric{name="ys_seq_share",unit="%"} 0
chip_impl_metric{name="power.internal",unit="mW"} 0.0432
chip_impl_metric{name="cts_setup_buffers",unit=""} 0
chip_impl_metric{name="share_seq_of_total_power",unit="%"} 0
chip_impl_info{name="critical_path_capture_point_type",value="output port"} 1
chip_impl_metric{name="ant_nets",unit=""} 0
chip_impl_metric{name="post_cts_hold_buffer_count",unit=""} 0
chip_impl_metric{name="die_span_in_y",unit="um"} 80
chip_impl_metric{name="wire_per_inst",unit="um"} 6.82
chip_impl_metric{name="fmax",unit="MHz"} 319
chip_impl_metric{name="floorplan.initialDensity",unit="%"} 4.91
chip_impl_metric{name="chip_area",unit="um2"} 6400
chip_impl_metric{name="p_comb_share",unit="%"} 100.0
chip_impl_metric{name="p_total",unit="mW"} 0.0665
chip_impl_metric{name="largest_fanout_of_any_net_on_the_critical_path",unit=""} 1
chip_impl_metric{name="synthesis.yosys.warnings",unit=""} 0
chip_impl_metric{name="core.rowCount",unit=""} 21
chip_impl_info{name="setup.worst_path.start_class",value="primary input"} 1
chip_impl_metric{name="finalClockPeriodUsage",unit="%"} 104
chip_impl_metric{name="final_layout_size_suffix_gt1_share",unit="%"} 64.0
chip_impl_info{name="endpoint",value="Y[3]"} 1
chip_impl_metric{name="instances_no_fill",unit=""} 71
chip_impl_metric{name="synth.yosys.num_cells",unit=""} 17
chip_impl_metric{name="die-width",unit="um"} 80
chip_impl_metric{name="required",unit="ns"} 2.40
chip_impl_metric{name="power.static_leakage",unit="nW"} 0.136
[Yosys cell counts, drive strengths merged]
| library cell | n | area (um2) |
|---|---|---|
| buf | 4 | 30.0 |
| fa | 3 | 60.1 |
| ha | 4 | 50.1 |
| inv | 5 | 18.8 |
| xor2 | 1 | 8.76 |
[repair_timing]
action	CTS	global route
resized	33	3
endpoints found under the setup margin	4	4
pin swaps	7	7
[cells by family (layout without fill, tap and decap cells)]
logic type               after synthesis  in the layout  share of synthesized area [%]
buffers and inverters                  9             17                           29.1
adder cells (fa/ha/maj)                7              7                           65.7
XOR/XNOR                               1              1                           5.22
[cell usage in the layout, fill, tap and decap left out, drive strengths merged]
| cell type | Yosys | routed |
|---|---|---|
| inv | 5 | 5 |
| fa | 3 | 3 |
| ha | 4 | 4 |
| clkdlybuf4s50 | 0 | 4 |
| xor2 | 1 | 1 |
| clkdlybuf4s15 | 0 | 2 |
| dlygate4sd2 | 0 | 1 |
| buf | 4 | 5 |
[worst min path at each step]
| stage | startpoint | endpoint | slack [ns] | cells after the start |
|---|---|---|---|---|
| 6_report | B[0] | Y[0] | 1.72 | 4 |
| 5_1_grt | B[0] | Y[0] | 1.75 | 4 |
| 4_1_cts | A[0] | Y[0] | 1.72 | 4 |
[critical path: stages]
cell and delay, ns:
sky130_fd_sc_hd__buf_8 0.10, sky130_fd_sc_hd__ha_4 0.14, sky130_fd_sc_hd__inv_2 0.05, sky130_fd_sc_hd__fa_2 0.19, sky130_fd_sc_hd__inv_2 0.04, sky130_fd_sc_hd__fa_2 0.33
sky130_fd_sc_hd__fa_2 0.36, sky130_fd_sc_hd__ha_4 0.17, sky130_fd_sc_hd__ha_4 0.15, sky130_fd_sc_hd__ha_4 0.15, sky130_fd_sc_hd__xor2_1 0.15, sky130_fd_sc_hd__buf_2 0.11
[metrics by stage]
step	setup slack, ns	util (%)	hold slack (ns)
2_1_floorplan	-0.0341	-	1.53
3_3_place_gp	-0.900	9.52	2.37
3_5_place_dp	-0.937	9.52	2.38
4_1_cts	-0.219	10.7	1.72
5_1_grt	-0.187	10.8	1.75
6_report	-0.131	10.8	1.72
[layer usage]
metal,vias up,wire length (um)
met5,-,0
met4,0,0
met3,0,79
met2,9,150
met1,50,254
li1,62,-
[layout make-up]
cell class,count,area share (%)
well taps,46,15.6
repair buffers,12,31.5
multi-input cells,8,47.8
inverters,5,5.08
[power by group through the flow]
stage	logic (mW)	registers (mW)	clock network, mW
global route	0.0741	0	0
CTS	0.0681	0	0
finish	0.0665	0	0
